[flow/constraint.sdc]
current_design counter_up_load

set clk_period 1.7
set clk_io_pct 0.2

create_clock -name clk0 -period $clk_period [get_ports {clk}]

set non_clock_inputs [all_inputs -no_clocks]
set_input_delay [expr $clk_period * $clk_io_pct] -clock clk0 $non_clock_inputs
set_output_delay [expr $clk_period * $clk_io_pct] -clock clk0 [all_outputs]
[flow/config.mk]
export PLATFORM = sky130hd
export DESIGN_NAME = counter_up_load
export DESIGN_NICKNAME = counter_up_load
export VERILOG_FILES = /design/flow/design.v
export SDC_FILE = /design/flow/constraint.sdc
export NUM_CORES = 4
export LEC_CHECK = 1
export CORE_AREA = 10 10 70 70
export DIE_AREA = 0 0 80 80
[flow/design.v]
module counter_up_load(count, clk, rst, load, data);
    input clk, rst, load;
    input [7:0] data;
    output [7:0] count;
    reg [7:0] count_temp;
    always @(posedge clk) begin
        if (!rst)
            count_temp <= 8'd0;
        else if (load)
            count_temp <= data;
        else
            count_temp <= count_temp + 1;
    end
    assign count = count_temp;
endmodule
[flow/run.sh]
#!/bin/bash
# OpenROAD 26Q1-2900-gdf79404cd8, Yosys 0.63+post, stock flow scripts
make -C /OpenROAD-flow-scripts/flow DESIGN_CONFIG=/design/flow/config.mk WORK_HOME=/design/flow/orfs finish
==> run_results.csv <==
group,metric,value,unit
global_routing,grt_max_degree,11,
setup_path,crit_slowest_cell,"clkdlybuf4s50_1",
placed_design,routabilityCongestion,0.6815,
cells_and_area,top_register,"count_temp",
cells_and_area,stdcell_count,110,
placed_design,place_hpwl,898.8,um
setup_path,critPathBufInv,1,
sta,holdWs,0.5151,ns
cts,clk_pin_slew_worst_paths,0.05,ns
sta,hold_violations,0,
setup_path,reg2regPathDepth,4,
die,die_h,80,um
yosys,syn_area,365.4,um2
min_path,min_path_cells,2,
pwr,pwr-share-seq,50.0,%
die,dieArea,6400,um2
setup_path,critPathCaptureType,"primary output",
drt,dr.pass1.iters,4,
sta,tightestPinTransition,0.2531,ns
setup_path,crit_path_max_fanout,5,
cts,h-tree-depth,1,
pwr,switching_share,22.00,%
global_routing,first_global_vias,360,
yosys,synth-cells-yosys,42,
cts,ctsResizeCount,0,
yosys,synthArstFlopShare,0,%
sta,maxSlewHeadroom,83.07,%
pwr,powerDensity,687.9,nW/um2
yosys,ys_types,16,
pwr,p_int,0.3397,mW
cells_and_area,lay_top_cells,"clkdlybuf4s50_1, o21ai_0, dfxtp_1",
sta,setup_tns,0,ns
die,die_w,80,um
yosys,ys_seq_share,43.84,%
setup_path,worst-setup-path-type,"reg2out",
global_routing,antenna_found_initial,0,
die,io_pins,19,
sta,clock_skew,0.005762,ns
drt,route.detailed.drc,0,
cts,cts-buffers-inserted,3,
placed_design,place_inst,107,
cts,clockBufferDepth,2,
sta,final_max_slew_viol_count,0,
job,cap_violations,0,
drt,totalWireLength,1.064,mm
drt,post_drt_wl_per_cell,9.673,um
pwr,peakVddDrop,315.0,uV
run_status,status,"finished, final reports clean",
pwr,p_comb_share,18.5,%
pwr,p_total,0.4355,mW
global_routing,overflow,0,
cts,cts_num_sinks,8,
sta,fmax,666.9,MHz
cts,root_buffer,"clkbuf_4",
yosys,ys_seq_elements,8,
cts,cts_tree,"built",
yosys,synth-edff-count,0,
die,core-area,3416,um2
setup_path,max_stage_delay,0.52,ns
sta,fin_crit_sh,88.20,%
setup_path,critical_path.top_delay_family,"buffers and inverters",
cts,ctsHoldBuffers,0,
sta,finalWorstPathRequiredPeriod,1.499,ns
pwr,p_leak,0.2099,nW
min_path,hp-class,"reg2reg",
cells_and_area,drive_gt1_share,7.813,%
cells_and_area,lay_top_count,"clkdlybuf4s50_1",
sta,rsz0062_at_grt,"no",
cts,post_cts_buffers,0,
global_routing,grt_pass1_wl,1.621,mm
cells_and_area,utilization,18.53,%
cells_and_area,reg.largest.list,"count_temp (8)",
drt,drt_iter0_drc,8,
pwr,power_frac_clock,31.4,%
setup_path,crit_arrival,1.16,ns
yosys,synth_cells,42,
setup_path,path_cells,"clkdlybuf4s50_1",
cells_and_area,syn_to_final_growth,73.29,%
setup_path,required,1.36,ns
sta,setup_violations,0,
yosys,synth.avg_cell_area,8.699,um2
drt,routed_via_density,3.427,
drt,antenna_left,0,
pwr,p_sw,0.09583,mW
drt,num_vias,377,
die,core_util_floorplan,10.70,%
cells_and_area,largest_reg_flops,8,
setup_path,start_kind,"flip-flop",
placed_design,io_buffers,18,
drt,num_antenna_cells,0,
job,tool_warnings,25,
setup_path,cp_num_cells,1,
global_routing,grt_usage,3.280,%
die,rows,21,
yosys,synth_top_flop_cell,"dfxtp_1",
yosys,yosysChipArea,365.4,um2
cts,clock_latency,0.25,ns
yosys,yosys_warnings,1,
cells by family (layout without fill, tap and decap cells):
| family | after synthesis | in the layout | share of synthesized area, % |
|---|---|---|---|
| compound gates | 15 | 15 | 21.58 |
| xor+xnor | 3 | 3 | 7.193 |
| fa+ha+maj | 1 | 1 | 3.424 |
| buf+inv | 1 | 23 | 1.026 |
| flops | 8 | 8 | 43.83 |
| mux | 1 | 1 | 2.740 |
| simple gates | 13 | 13 | 20.21 |
layout make-up:
class | count | area (um2)
Sequential cell | 8 | 160.2
Clock buffer | 3 | 22.52
Timing Repair Buffer | 19 | 187.7
Inverter | 1 | 3.754
Multi-Input combinational cell | 33 | 201.4
Fill cell | 395 | 2783
Tap cell | 46 | 57.56
routing by layer:
metal	global-route usage [%]	up-vias	share of wire (%)
met5	0	-	0
met4	0.1761	0	0
met3	2.273	0	11
met2	3.612	19	31
met1	5.051	159	57
li1	-	199	-
power by group through the flow:
| stage | Sequential (mW) | Clock (mW) | Combinational (mW) |
|---|---|---|---|
| after global routing | 0.220 | 0.153 | 0.0906 |
| final | 0.218 | 0.137 | 0.0807 |
| after CTS | 0.218 | 0.146 | 0.0829 |
Yosys cell counts (2+ instances only):
cell type  count  area share (%)
o21ai_0       10              14
dfxtp_1        8              44
nand2_1        4             4.1
a31oi_1        3             5.1
or3_1          3             5.1
a21oi_1        2             2.7
and2_1         2             3.4
xor2_1         2             4.8
worst reg2reg max path: stages (launching register included):
cell and delay, ns:
dfxtp_1 0.39, ha_1 0.21, nand3_1 0.13, or3_1 0.36, a31oi_1 0.15
worst paths after layout:
check / start / to / slack [ns]
setup / recovery: count_temp[4]$_SDFF_PN0_ / count[4] / 0.20
hold / removal: count_temp[7]$_SDFF_PN0_ / count_temp[7]$_SDFF_PN0_ / 0.52
setup reg to reg: count_temp[0]$_SDFF_PN0_ / count_temp[6]$_SDFF_PN0_ / 0.38
hold reg to reg: count_temp[7]$_SDFF_PN0_ / count_temp[7]$_SDFF_PN0_ / 0.52
per-stage QoR:
stage          area (um2)  setup slack [ns]
2_1_floorplan       365.4            0.5188
3_3_place_gp        610.6            0.2780
3_5_place_dp        610.6            0.2005
4_1_cts             633.1            0.1702
5_1_grt             633.1            0.1333
6_report            633.1            0.2006
No activity file was given, so power comes from the tool's default toggle rates.
