==> design/flow/design.v <==
module counter_basic (
    input clk,
    input rst,
    output [7:0] count
);
    reg [7:0] count_temp;
    always @(posedge clk) begin
        if (!rst)
            count_temp <= 8'd0;
        else
            count_temp <= count_temp + 1;
    end
    assign count = count_temp;
endmodule
==> design/flow/run.sh <==
#!/bin/bash
# OpenROAD 26Q1-2900-gdf79404cd8, Yosys 0.63+post, stock flow scripts
make -C /OpenROAD-flow-scripts/flow DESIGN_CONFIG=/design/flow/config.mk WORK_HOME=/design/flow/orfs finish
==> design/flow/config.mk <==
export PLATFORM = sky130hd
export DESIGN_NAME = counter_basic
export DESIGN_NICKNAME = counter_basic
export VERILOG_FILES = /design/flow/design.v
export SDC_FILE = /design/flow/constraint.sdc
export NUM_CORES = 4
export LEC_CHECK = 1
export CORE_AREA = 10 10 70 70
export DIE_AREA = 0 0 80 80
==> design/flow/constraint.sdc <==
current_design counter_basic

set clk_period 2.3
set clk_io_pct 0.2

create_clock -name clk0 -period $clk_period [get_ports {clk}]

set non_clock_inputs [all_inputs -no_clocks]
set_input_delay [expr $clk_period * $clk_io_pct] -clock clk0 $non_clock_inputs
set_output_delay [expr $clk_period * $clk_io_pct] -clock clk0 [all_outputs]
==> results.yml <==
# generated from flow reports
floorplan:
  dieArea_sq_mm: 0.006400
  core_sq_mm: 0.003416
  die_x_microns: 80
  die_h_microns: 80
  fp_util_pct: 9.487
  fp-row-count: 21
  io_pins: 10
global_routing:
  overflow: 0
  grt_pass1_wl_mm: 1.242
  grt_max_degree: 10
  antenna_found_initial: 0
  grt_usage_pct: 2.512
  grt_pass1_vias: 265
logic_synthesis:
  yosysMostFrequentCell: "dfxtp_1"
  top_area_cell: "dfxtp_1"
  synthTopCellsByCount: "dfxtp_1 (8), and2_1 (3)"
  syn_inst: 32
  topCellsByArea: "dfxtp_1 (49%), and2_1 (5.8%), xnor2_1 (5.4%)"
  synth_cell_type_count: 16
  synth_warnings: 1
  edf_count: 0
  syn-cell-area_sq_um: 324.1
  async_flop_share_pct: 0
  yosys.stat.seqShare_pct: 49.42
  syn_avg_cell_area_sq_um: 10.13
  yosysTopAreaCellShare_pct: 49.42
  yosys_area_sq_um: 324.1
  synth-cells-yosys: 32
  ff_type: "dfxtp_1"
  synth.ff_latch_count: 8
route:
  drc_errors: 0
  drt-initial-drc-count: 32
  viasPerCell: 3.044
  ant_nets: 0
  routed_wl_microns: 753
  wire_per_inst_microns: 8.367
  dr.pass1.iters: 4
  insertedDiodeCount: 0
  vias: 274
job:
  max_cap_violations: 0
  warnings: 25
place:
  place_hpwl_microns: 611.5
  place_congestion: 0.7966
  place.detailed.instances: 87
  dpl_cell_area_sq_um: 471.7
  portBuffers: 9
cells_and_area:
  seq_area_sq_um: 160.2
  post-route-util_pct: 14.47
  finalNonFillerCells: 90
  design_area_sq_um: 494.2
  area_growth_pct: 52.51
  top_register: "count_temp"
  layout-drive-gt1-share_pct: 9.091
  top_regs: "count_temp (8)"
  n_fill_cell: 401
  combGateArea_sq_um: 163.9
  largest_reg_flops: 8
clock_network:
  clk_latency_ps: 250
  cts_tree: "done"
  cts_buffer_depth: 2
  cts-root-buf: "clkbuf_4"
  clk_pin_slew_ps: 50
  postCtsSetupBuffers: 0
  clkSinkCount: 8
  cts_resized: 0
  htreeDepth: 1
  cts_buffers: 3
  holdBufCountCts: 0
timing:
  rsz0062_at_grt: "no"
  worst_pin_slew_ps: 261.0
  min_period_ps: 1657
  drv_slew: 0
  max-slew-margin-rel_pct: 82.54
  setup-violations-final: 0
  fin_setup_tns_ps: 0
  finalClockSkew_ps: 3.384
  final_hold_viol_count: 0
  fmax_mhz: 603.6
  fin_crit_sh_pct: 72.03
setup_path:
  startpoint_type: "register"
  crit_path_end_kind: "primary output"
  crit_fanout: 5
  slowest_stage: "clkdlybuf4s50_1"
  required_ps: 1840
  crit_buf_inv: 1
  reg2reg_slack_ps: 990
  setup.worst_path.class: "reg -> out"
  critical-path-top-delay-family: "buffers and inverters"
  critPathMaxStageDelay_ps: 520
  cp.arrival_ps: 1200
  crit_path_cell_trace: "clkdlybuf4s50_1"
pwr:
  total_power_mw: 0.2711
  combPwrFrac_pct: 6.9
  leakagePower_nw: 0.1718
  power.internal_mw: 0.2161
  switching_share_pct: 20.27
  ir_drop_mv: 0.2654
  seqPwrFrac_pct: 54.9
  switchingPower_mw: 0.05496
  cellPowerDensity_mw_per_mm2: 548.5
  clkPwrFrac_pct: 38.3
status:
  status: "complete, no violations"
min_path:
  hold_class: "reg -> reg"
[path summary, 6_finish.rpt]
| check | startpoint | depth (start not counted) | endpoint |
|---|---|---|---|
| max | count_temp[4] | 1 | count[4] |
| min | count_temp[7] | 2 | count_temp[7] |
| max reg2reg | count_temp[0] | 4 | count_temp[6] |
| min reg2reg | count_temp[7] | 2 | count_temp[7] |
[cells by family after synthesis]
group | count (synthesis) | share of synthesized area, %
adders and majority gates | 1 | 3.860
muxes | 1 | 3.089
and+or+nand+nor | 15 | 27.80
AOI/OAI and AO/OA | 4 | 7.721
DFF | 8 | 49.42
xor gates and xnor gates | 3 | 8.110
[final cells by class]
| type | instances | share of cell area (%) |
|---|---|---|
| multi-input combinational | 24 | 33.16 |
| sequential | 8 | 32.41 |
| timing repair buffer | 9 | 18.23 |
| tap | 46 | 11.65 |
| clock buffer | 3 | 4.557 |
[worst min-delay path: stages (launching register included)]
cell and delay (ps):
dfxtp_1 310, o21ai_0 70, a21boi_1 60
[layer usage]
layer | GRT usage [%] | wire length (microns) | up-vias | part of all wire, %
met3 | 2.500 | 129 | 0 | 17
met1 | 3.836 | 400 | 126 | 53
met2 | 2.247 | 222 | 12 | 29
met4 | 0.1761 | 0 | 0 | 0
met5 | 0 | 0 | - | 0
li1 | - | - | 136 | -
[cell usage in the layout (no fill, tap or decap), drive strengths merged, types with 2 or more instances in the layout]
cell / count
xnor2: 2
nand2: 2
clkbuf: 3
or3: 2
dfxtp: 8
clkdlybuf4s50: 9
o21ai: 2
nor2b: 2
a21boi: 2
nand3: 3
and2: 3
[power by group through the flow]
stage	Combinational [mW]	Clock (mW)	Sequential (mW)
CTS	0.0193	0.108	0.149
global route	0.0210	0.120	0.149
finish	0.0187	0.104	0.149
[metrics by stage]
| stage | hold WS (ps) | setup WS [ps] |
|---|---|---|
| floorplan | 432.9 | 1140 |
| global placement | 463.3 | 918.0 |
| detailed placement | 471.2 | 912.6 |
| CTS | 482.6 | 631.8 |
| global route | 536.3 | 578.5 |
| finish | 484.6 | 643.4 |
Power and IR drop assume default switching activity.
