==> /design/flow/run.sh <==
#!/bin/bash
# OpenROAD 26Q1-2900-gdf79404cd8, Yosys 0.63+post, stock flow scripts
make -C /OpenROAD-flow-scripts/flow DESIGN_CONFIG=/design/flow/config.mk WORK_HOME=/design/flow/orfs finish
==> /design/flow/config.mk <==
export PLATFORM = sky130hd
export DESIGN_NAME = enco8to3
export DESIGN_NICKNAME = enco8to3
export VERILOG_FILES = /design/flow/design.v
export SDC_FILE = /design/flow/constraint.sdc
export NUM_CORES = 4
export LEC_CHECK = 1
export CORE_AREA = 10 10 70 70
export DIE_AREA = 0 0 80 80
==> /design/flow/constraint.sdc <==
current_design enco8to3

set clk_period 1.2
set clk_io_pct 0.2

create_clock -name clk0 -period $clk_period

set non_clock_inputs [all_inputs -no_clocks]
set_input_delay [expr $clk_period * $clk_io_pct] -clock clk0 $non_clock_inputs
set_output_delay [expr $clk_period * $clk_io_pct] -clock clk0 [all_outputs]
==> /design/flow/design.v <==
module enco8to3 (
    input  [7:0] I,      
    output [2:0] Y       
);
    assign Y = (I[7]) ? 3'b111 :
               (I[6]) ? 3'b110 :
               (I[5]) ? 3'b101 :
               (I[4]) ? 3'b100 :
               (I[3]) ? 3'b011 :
               (I[2]) ? 3'b010 :
               (I[1]) ? 3'b001 :
               (I[0]) ? 3'b000 :
                        3'b000;
endmodule
==> impl_table.tex <==
% Synthesis and place-and-route results
\begin{tabular}{lr}
\hline
Metric & Value \\
\hline
\multicolumn{2}{l}{\textbf{Run status}} \\
\quad Status & complete, no violations \\
\multicolumn{2}{l}{\textbf{Final timing}} \\
\quad Final Hold Violation Tally & 0 \\
\quad Final period utilization & 0.9501 \\
\quad Max Clk Rate & 877.1 MHz \\
\quad Post-Route Hold Slack & 0.7823 ns \\
\quad Total of endpoints with negative setup slack in the final report & 0 \\
\quad Setup repair after global routing missed its margin & true \\
\quad Actual transition at the worst max-transition pin & 0.1890 ns \\
\quad Setup TNS after final layout & 0 ns \\
\quad Final tally of max-slew violations & 0 \\
\quad Slew Limit Headroom & 0.8729 \\
\quad Clock period minus worst slack & 1.140 ns \\
\multicolumn{2}{l}{\textbf{Die}} \\
\quad CORE AREA & 3416 um2 \\
\quad Die outline width & 80 um \\
\quad Rows & 21 \\
\quad Effective utilization at floorplan & 0.01319 \\
\quad Floorplan die height & 80 um \\
\quad Count of pins on the block boundary & 11 \\
\quad Chip area & 6400 um2 \\
\multicolumn{2}{l}{\textbf{Worst setup path}} \\
\quad Type of origin of the critical path & input port \\
\quad Critical Path Fanout Max & 2 \\
\quad Critical path required time & 0.96 ns \\
\quad Setup crit end kind & primary output \\
\quad Critical setup path kind & input port to primary output \\
\quad Signal arrival time at the worst endpoint & 0.90 ns \\
\multicolumn{2}{l}{\textbf{Detailed routing}} \\
\quad Number of vias per cell after detailed routing & 1.642 \\
\quad Count of antenna-violating nets left after detailed routing & 0 \\
\quad Number of diodes added for antenna fixing & 0 \\
\quad Total number of vias & 110 \\
\quad Post-Route WL & 310 um \\
\quad Total iterations of the first detailed-routing run & 3 \\
\quad DRC viols & 0 \\
\quad DRC violation total after the first TritonRoute iteration & 3 \\
\quad Routed wirelength normalized by instance count & 4.627 um \\
\multicolumn{2}{l}{\textbf{Power}} \\
\quad Overall power of the completed layout & 0.00003589 W \\
\quad P\_leak & 0.07904 nW \\
\quad Power density over the cells & 181.6 nW/um2 \\
\quad Worst ir drop on vdd & 0.01706 mV \\
\multicolumn{2}{l}{\textbf{Global routing}} \\
\quad All-layer global routing usage & 0.007389 \\
\quad GR met2 Demand/Resource & 0.008026 \\
\quad Via count of the first global-routing pass & 102 \\
\quad Global-route wire length before repair & 407 um \\
\quad Met3 Usage GRT & 0.007955 \\
\quad Initial antenna violation count & 0 \\
\quad Leftover overflow at the end of global routing & 0 \\
\quad Peak-usage layer in the global routing report & met1 \\
\quad Maximum number of pins on one net before global-route repair & 4 \\
\quad Global routing met1 resource utilization & 0.009888 \\
\multicolumn{2}{l}{\textbf{Synth}} \\
\quad Total cell area reported by yosys after synthesis & 45.04 um2 \\
\quad Count of cell types in the netlist & 7 \\
\quad Post-Synthesis Cell Area & 45.04 um2 \\
\quad Tally of yosys warning messages & 0 \\
\quad Average size of a mapped cell & 4.504 um2 \\
\quad Proportion of synthesized chip area in sequential cells & 0 \\
\quad Cells after synthesis & 10 \\
\quad Yosys cell count & 10 \\
\multicolumn{2}{l}{\textbf{Cells and area}} \\
\quad Area taken by flip-flops and latches & 0 um2 \\
\quad Layout Cells excl Fill & 67 \\
\quad Top library cells by usage in the layout, fill and taps aside & 4 x sky130\_fd\_sc\_hd\_\_dlygate4sd2\_1, 2 x sky130\_fd\_sc\_hd\_\_a21oi\_1, 2 x sky130\_fd\_sc\_hd\_\_nand2\_1, 2 x sky130\_fd\_sc\_hd\_\_dlymetal6s2s\_1, 2 x sky130\_fd\_sc\_hd\_\_clkbuf\_2 \\
\quad Area of all placed cells without fillers & 197.7 um2 \\
\quad Count of clock-net buffers in the final layout & 0 \\
\quad Number of flip-flops and latches & 0 \\
\quad Commonest non-fill, non-tap cell in the layout & sky130\_fd\_sc\_hd\_\_dlygate4sd2\_1 \\
\quad Area grow syn2layout & 338.9\% \\
\quad Count of filler cells inserted in the layout & 415 \\
\quad Layout cells sized above 1 & 0.2381 \\
\multicolumn{2}{l}{\textbf{Clocking}} \\
\quad CTS hold repair buffers & 0 \\
\multicolumn{2}{l}{\textbf{Place}} \\
\quad Sum of net half-perimeters after detailed placement & 254 um \\
\quad Routability-driven placement congestion ratio & 0.8013 \\
\quad Cell area after placement & 202.7 um2 \\
\quad Count of input and output buffers & 10 \\
\quad Dpl cells & 66 \\
\multicolumn{2}{l}{\textbf{Hold path}} \\
\quad Kind of path behind the tightest hold check & input port to primary output \\
\multicolumn{2}{l}{\textbf{Flow run}} \\
\quad Number of logged tool warnings & 35 \\
\quad Max-capacitance violation count & 0 \\
\hline
\end{tabular}
## routing by layer
metal	up-vias	wire length, um
met4	0	0
met1	44	175
met2	10	52
met3	0	82
li1	56	-
met5	-	0
## what timing repair did
action / CTS / global route
setup endpoints to repair: 3 / 3
buffers inserted: 1 / 1
pin swaps: 3 / 4
gates resized: 9 / 11
## cell usage after synthesis
master,count,area share
sky130_fd_sc_hd__inv_1,1,0.083
sky130_fd_sc_hd__o31ai_1,1,0.17
sky130_fd_sc_hd__clkinv_1,1,0.083
sky130_fd_sc_hd__o21ai_0,1,0.11
sky130_fd_sc_hd__a21oi_1,2,0.22
sky130_fd_sc_hd__nand2_1,2,0.17
sky130_fd_sc_hd__nor2_1,2,0.17
## kinds of logic (layout without fill, tap and decap cells)
logic type             Yosys count  in the layout  synth area share
AND-OR/OR-AND                    4              4            0.5000
AND/OR/NAND/NOR                  4              4            0.3335
buffers and inverters            2             13            0.1665
## where the power goes
part / internal, W / leakage (nW) / switching (W)
Combinational: 0.0000223 / 0.0790 / 0.0000136
Sequential: 0 / 0 / 0
Clock: 0 / 0 / 0
## path summary, 6_finish.rpt
path                  slack, ns  startpoint   end  depth (start not counted)
worst max-delay path       0.06        I[4]  Y[2]                          5
worst min-delay path       0.78        I[2]  Y[1]                          4
## stage by stage
stage          setup slack, ns  utilization
2_1_floorplan           0.4919            -
5_1_grt               -0.01261      0.05788
3_3_place_gp           -0.4954      0.05934
6_report               0.05983      0.05788
4_1_cts                -0.2097      0.05641
3_5_place_dp           -0.5176      0.05934
## critical path, cell delays in order
cell and delay [ns]:
sky130_fd_sc_hd__dlygate4sd2_1 0.25, sky130_fd_sc_hd__nor2_1 0.13, sky130_fd_sc_hd__buf_4 0.12, sky130_fd_sc_hd__nand2_1 0.04, sky130_fd_sc_hd__dlymetal6s2s_1 0.12
## final cells by class
cell class | instances | area [um2] | share of cell area
well taps | 46 | 57.56 | 0.2911
inverters | 2 | 7.507 | 0.03797
repair buffers | 11 | 92.59 | 0.4684
multi-input cells | 8 | 40.04 | 0.2025
Power is estimated from default activity; no workload was simulated.
